--- ./config.mk ---
export PLATFORM = sky130hd
export DESIGN_NAME = Speaker
export DESIGN_NICKNAME = Speaker
export VERILOG_FILES = /design/flow/design.v
export SDC_FILE = /design/flow/constraint.sdc
export NUM_CORES = 4
export LEC_CHECK = 1
export CORE_AREA = 10 10 97 97
export DIE_AREA = 0 0 107 107
--- ./constraint.sdc ---
current_design Speaker

set clk_period 4.0
set clk_io_pct 0.2

create_clock -name clk0 -period $clk_period [get_ports {clk}]

set non_clock_inputs [all_inputs -no_clocks]
set_input_delay [expr $clk_period * $clk_io_pct] -clock clk0 $non_clock_inputs
set_output_delay [expr $clk_period * $clk_io_pct] -clock clk0 [all_outputs]
--- ./design.v ---
`timescale 1ns / 1ps
module Speaker(
	input clk,
	input [25:0]Frecuencia,
	output reg speakerNote
   );
	 reg [25:0] count;
	 always @(posedge clk) begin
		count <= count + 1;
		if(count == Frecuencia) begin 
			speakerNote <= !speakerNote;
			count <= 0;
		end
	 end
endmodule
--- ./run.sh ---
#!/bin/bash
# OpenROAD 26Q1-2900-gdf79404cd8, Yosys 0.63+post, stock flow scripts
make -C /OpenROAD-flow-scripts/flow DESIGN_CONFIG=/design/flow/config.mk WORK_HOME=/design/flow/orfs finish
==> Changelog: implementation <==
### Changed

* Outcome: completed
* Setup total negative slack at 0 ns
* Crit Reg-Reg Startpoint: count[4]
* Worst EP arrival at around 2.8 ns
* Final Skew at 0.0009781 ns
* Hold Buf Count CTS at 0
* Max-cap violations at 0
* Post-Syn Area per Cell at approximately 9 um2
* Via count of the routed design at 1347
* Antenna violations before repair at 0
* R2R depth at 5
* # setup viols final at 0
* Post-Syn Area at around 1500 um2
* Post-layout period usage at about two thirds
* # resized after CTS at 0
* Mapped Cells at roughly 170
* Clock slew at reported path FFs at approximately 0.090 ns
* WL/cell at around 14 um
* Tool warnings at 25
* Reg-to-reg setup timing slack at 1.90 ns
* Layout Utilization at 27.01%
* CTS Sinks at 27
* Vias in the first global route at roughly 1400
* Worst Tran Pin Value at between 0.7 and 0.8 ns
* Iteration-0 DRC Markers at around 110
* GR Overflow Total at 0
* Insertion Delay late pin at approximately 0.27 ns
* Final Hold Fails at 0
* GRT Util Overall at 7.493%
* Cells in synth_stat.txt at about 170
* Final wirelength at approximately 4100 um
* Filler Cell Count at 797
* Max Root-Sink Buffers at 2
* Ys Warns at 1
* Seq/Total Area, Yosys at a little over a third
* Global-route wire length before repair at roughly 7000 um
* VDD IR-drop max at 85.56 uV
* CP required at slightly above 4 ns
* Worst path cell trace: clkdlybuf4s50_1 -> xnor2_1 -> nand4_1 -> nor4_4 -> buf_4 -> a22oi_1
* Gpl congestion at between 0.8 and 0.9
* Fraction of layout cells with a size suffix above 1 at 5.000%
* RSZ-0062 raised after global routing: no
* Antenna-violating nets left at 0
* Worst setup SP type: input port
* FP Rows at 31
* Final min period at between 2 and 3 ns
* ANT cells at 0
* Die ar. at between 10000 and 15000 um2
* Max Fclk at 372.3 MHz
* I/O pin count at 28
* Core Footprint at approximately 7300 um2
* Cts bufs inserted at 3
* Worst r2r dst: count[21]
* Residual DRC at 0
* Slew HR at around 51%
* Initial DRT Pass Iterations at 4
* CP Capture Type: flip-flop
* Yosys chip area at approximately 1500 um2
* Critical path class: input port to flip-flop
* CP endpoint: count[21]
* Worst setup path start: Frecuencia[4]
* Vias per cell at 4.505
* Die height at 107 um
* Die span in x at 107 um
* Port bufs at 27
* Pin count of the biggest net entering global routing at 16
* Critical Path Max Stage Delay at roughly 0.67 ns
* Root Driver: clkbuf_8
* Hold Path Class: flip-flop to flip-flop
* Critical path fanouts, max at 14
* H-tree depth at 1
* Top cell excl fill/tap: xnor2_1
* Power Density at between 200 and 250 nW/um2
* Cell leakage power at between 0.6 and 0.7 nW
* Max stage delay cell, worst path: nor4_4
* Netlist cell types at 27
* DP HPWL at 3259 um
* Hold_ws at between 0.5 and 0.6 ns
* Synthesized registers at 27
* Initial Util at 20.92%
* Postcts setup bufs at 0
* Commonest cells after routing, fill and taps aside: 32 x xnor2_1, 27 x clkdlybuf4s50_1, 26 x dfxtp_1
* Synth-to-layout area growth at 29.12%
* Pins Over Slew Limit at 0
* CTS tree: yes
flip-flops by register name, summed over array words and instances (netlist names):
name	count
speakerNote	1
count	26
layout make-up:
class	count	area, um2	share of cell area [%]
clock buffers	3	41.29	2.097
well taps	99	123.9	6.290
repair buffers	30	292.8	14.87
inverters	3	11.26	0.5718
clock inverters	1	5.005	0.2541
flip-flops and latches	27	550.5	27.95
multi-input cells	136	944.7	47.97
cell usage after synthesis, drive strengths merged:
| cell | count | area, um2 |
|---|---|---|
| a21oi | 14 | 70.07 |
| nor3 | 4 | 20.02 |
| o31ai | 4 | 30.03 |
| inv | 3 | 11.26 |
| nor4 | 3 | 25.02 |
| or3 | 6 | 37.54 |
| xor2 | 7 | 61.31 |
| and4 | 1 | 8.760 |
| or4 | 8 | 60.06 |
| nand3 | 9 | 45.04 |
| xnor2 | 32 | 280.3 |
| and2 | 2 | 12.51 |
| o21ai | 6 | 30.03 |
| nand4 | 11 | 75.07 |
| a21boi | 1 | 7.510 |
| buf | 2 | 10.01 |
| dfxtp | 26 | 520.5 |
| and3 | 3 | 18.77 |
| edfxtp | 1 | 30.03 |
| ha | 1 | 12.51 |
| clkbuf | 6 | 22.52 |
| a2bb2oi | 1 | 8.760 |
| o21a | 1 | 7.510 |
| a22oi | 10 | 75.07 |
| nand2 | 12 | 45.04 |
per-stage QoR:
step	area, um2	cells	setup WS, ns	power, W
floorplan	1525	174	1.856	0.0002894
global placement	1923	295	0.9949	0.0003227
detailed placement	1923	295	1.036	0.0003221
CTS	1969	299	1.338	0.0004775
global route	1969	299	1.176	0.0004935
finish	1969	299	1.314	0.0004722
cell families (layout without fill, tap and decap cells):
group	after synthesis	in the layout	synth area share (%)
compound gates	37	37	15.01
xor+xnor	39	39	22.40
fa+ha+maj	1	1	0.8202
buf+inv	11	37	2.871
flops	27	27	36.10
simple gates	59	59	22.81
worst min path at each step:
stage,start,endpoint,cells past startpoint,slack [ns]
5_1_grt,count[24],count[24],2,0.56
4_1_cts,count[25],count[25],2,0.50
6_report,count[25],count[25],2,0.51
report_power, final:
group | switching, W | internal (W)
Clock | 0.0000871 | 0.0000698
Combinational | 0.0000139 | 0.0000314
Sequential | 0.0000000473 | 0.000270
Total | 0.000101 | 0.000371
routing by layer:
metal | up-vias | track usage (%) | wire (um)
li1 | 692 | - | -
met4 | 0 | 0.6770 | 27
met3 | 2 | 2.244 | 263
met1 | 618 | 10.15 | 1960
met5 | - | 0 | 0
met2 | 35 | 11.98 | 1872
worst max-delay path, delay by kind of cell:
kind / cells / cell delay [ns]
and+or+nand+nor: 2 / 0.90
buffers and inverters: 2 / 0.78
xor gates and xnor gates: 1 / 0.24
AOI/OAI and AO/OA: 1 / 0.11
Power and IR drop assume default switching activity.
