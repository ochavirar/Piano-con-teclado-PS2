--- /design/flow/design.v ---
`timescale 1ns / 1ps
module Receiver(
		input ps2d,
		input CLK,
		output [25:0]FinalNote	
    );
	 reg [19:0] Frec;
	 reg[7:0] data;
	 reg [3:0] estado;
	 reg [25:0] count;
	 reg clkRedu;
	 always @(posedge CLK) begin
		count <= count + 1;
		if(count == 1_786) begin 
			clkRedu <= !clkRedu;
			count <= 0;
		end
	 end
	 always @(posedge clkRedu)
	 begin 
		case(estado)
		0: begin
			if(ps2d == 0)
				estado <= 1;
			else
				estado <= 0;
		end
		1: begin
			data[0] <= ps2d;
			estado <= 2;
		end
		2: begin
			data[1] <= ps2d;
			estado <= 3;
		end
		3: begin
			data[2] <= ps2d;
			estado <= 4;
		end
		4: begin
			data[3] <= ps2d;
			estado <= 5;
		end
		5: begin
			data[4] <= ps2d;
			estado <= 6;
		end
		6: begin
			data[5] <= ps2d;
			estado <= 7;
		end
		7: begin
			data[6] <= ps2d;
			estado <= 8;
		end
		8: begin
			data[7] <= ps2d;
			estado <= 9;
		end
		9:
			estado <= 0;
		default:
			estado <= 0;
		endcase
	 end
	 always @(posedge clkRedu) begin
		if(data == 8'h1A)  
			Frec <= 95_555;
		else if(data == 8'h22)  
			Frec <= 85_132;
		else if (data == 8'h21)  
			Frec <= 75_843;
		else if (data == 8'h2A)  
			Frec <= 71_586;
		else if (data == 8'h32)  
			Frec <= 63_776;
		else if (data == 8'h31)  
			Frec <= 56_818;
		else if (data == 8'h3A)  
			Frec <= 50_620;
		else if(data == 8'h1C)  
			Frec <= 190_840;
		else if(data == 8'h1B)  
			Frec <= 173_611;
		else if (data == 8'h23)  
			Frec <= 151_515;
		else if (data == 8'h2B)  
			Frec <= 142_857;
		else if (data == 8'h34)  
			Frec <= 127_551;
		else if (data == 8'h33)  
			Frec <= 113_636;
		else if (data == 8'h3B)  
			Frec <= 101_239;
		else if(data == 8'h15)  
			Frec <= 382_205;
		else if(data == 8'h1D)  
			Frec <= 340_507;
		else if (data == 8'h24)  
			Frec <= 303_361;
		else if (data == 8'h2D)  
			Frec <= 286_336;
		else if (data == 8'h2C)  
			Frec <= 255_102;
		else if (data == 8'h35)  
			Frec <= 227_273;
		else if (data == 8'h3C)  
			Frec <= 202_478;
			else if(data == 8'h16)  
			Frec <= 764_526;
		else if(data == 8'h1E)  
			Frec <= 681_013;
		else if (data == 8'h26)  
			Frec <= 606_796;
		else if (data == 8'h25)  
			Frec <= 572_737;
		else if (data == 8'h2E)  
			Frec <= 510_204;
		else if (data == 8'h36)  
			Frec <= 454_545;
		else if (data == 8'h3D)  
			Frec <= 404_924;
		else 
			Frec <= 0;
	 end
	assign FinalNote = Frec;
endmodule
`timescale 1ns / 1ps
module Top(
		input PS2D,
		input clk,
		output reg NOTEF
    );
	 wire[25:0] note;
	 reg [25:0] count;
	 Receiver receiver(.ps2d(PS2D), .CLK(clk), .FinalNote(note));
	 always @(posedge clk) begin
		begin
			count <= count + 1;
			if(count >= note) begin
				NOTEF <= !NOTEF;  
				count <= 0;
			end
		end
	 end
endmodule
--- /design/flow/run.sh ---
#!/bin/bash
# OpenROAD 26Q1-2900-gdf79404cd8, Yosys 0.63+post, stock flow scripts
make -C /OpenROAD-flow-scripts/flow DESIGN_CONFIG=/design/flow/config.mk WORK_HOME=/design/flow/orfs finish
--- /design/flow/config.mk ---
export PLATFORM = sky130hd
export DESIGN_NAME = Top
export DESIGN_NICKNAME = Top
export VERILOG_FILES = /design/flow/design.v
export SDC_FILE = /design/flow/constraint.sdc
export NUM_CORES = 4
export LEC_CHECK = 1
export CORE_UTILIZATION = 30
--- /design/flow/constraint.sdc ---
current_design Top

set clk_period 6.5
set clk_io_pct 0.2

create_clock -name clk0 -period $clk_period [get_ports {clk}]

set non_clock_inputs [all_inputs -no_clocks]
set_input_delay [expr $clk_period * $clk_io_pct] -clock clk0 $non_clock_inputs
set_output_delay [expr $clk_period * $clk_io_pct] -clock clk0 [all_outputs]
==> flow_summary.ini <==
; yosys + openroad results
[outcome]
run_status = complete, no violations

[clock_tree]
htreeDepth = 2
ctsResizeCount = 0
cts_tree = done
clkLatencyLatePin_ps = 290
cts_buffer_depth = 2
cts.clk_slew.worst_paths_ps = 70
cts_hold_buffers = 0
numCtsBuffers = 5
postCtsSetupBuffers = 0
cts_root_buf = clkbuf_16

[logic_synthesis]
synthArstFlopShare = 0
simple_gate_share = 0.2927
xor_share = 0.08447
syn-cell-area_mm2 = 0.004873
synth-edff-count = 10
syn_inst = 561
netlist_logic_family_top = simple AND/OR/NAND/NOR gates
ys.flops = 86
yosys_area_mm2 = 0.004873
synthMuxAreaShare = 0.006418
synth_cell_types = 65
ff_type = dfxtp_1
synth.cellmix.compoundShare = 0.1220
syn_area_per_cell_um2 = 8.687
ys_cells = 561
ys_sh_adder = 0.05905
ys_seq_share = 0.3738
yosys_warnings = 2

[final_timing]
rsz0062_at_grt = no
setup_ws_ps = 3907
fmaxAchievable_mhz = 385.7
untimed_endpoints = 40
hold_violations = 0
fin_skew_ps = 2.835
slew_viol_final = 0
unclocked_regs = 32
min_period_ps = 2593
worst_pin_slew_ps = 934.2
setup_viol_count_final = 0
relSlewSlack = 0.3756
finalSetupTns_ps = 0
fin_crit_sh = 0.3989

[power_and_ir_drop]
power_density_mw_per_mm2 = 125.4
peakVddDrop_uv = 113.3
power.total_uw = 652.4
leakagePower_uw = 0.001852

[worst_setup_path]
crit_path_start_kind = register
slowest_delay_ps = 720
worstPathMaxFanout = 22
critical_path_required_ps = 6520
slowest_stage = nor3_4
arrival_ps = 2610
path_buffers = 0
worstPathCellList = ha_1 -> nand4_1 -> or4_4 -> nor3_4 -> or3_1
endpoint_kind = register
cp_top_family = simple AND/OR/NAND/NOR gates
worstSetupPathType = reg2reg

[finish]
finalNonFillerCells = 762
layout.cells.most_common = dfxtp_1
drive_gt1_frac = 0.04579
design_area_mm2 = 0.005202
most-common-layout-cells = dfxtp_1 (76), nand2_1 (44), nor2_1 (38)
area_growth_pct = 6.752

[route]
first_pass_iters = 5
antenna_left = 0
drt-wirelength-per-cell_um = 14.12
wl_um = 10760
num_antenna_cells = 0
dr.first_iter.drc_count = 425
via_per_inst = 5.251
drc = 0
vias = 4001

[die]
core-area_mm2 = 0.01589
die_y_um = 129.5
fp_util = 0.3068
die_w_um = 129.5
chipArea_mm2 = 0.01676
io_pins = 3
row_count = 46

[global_routing]
grt_pass1_wl_um = 18190
grt_use_total = 0.1359
grt_pass1_vias = 3846
grt_antenna_before_repair = 0
grt-ovfl-total = 0
grt_max_degree = 44

[placed_design]
dp.cells = 754
port-buffer-count = 2
hpwlAfterDp_um = 7736
place_ws_ps = 3903
postPlaceCellArea_mm2 = 0.005029
gp_congestion = 0.9282

[job]
cap_violations = 0
warning_count = 26

[hold_path]
min_path_type = reg2reg
[cells in the mapped netlist, types with 7 or more instances]
cell type | instances | area [um^2]
nand3_1 | 34 | 170.2
nor2_1 | 38 | 142.6
nor4_1 | 25 | 156.4
nor3_1 | 14 | 70.07
nand2_1 | 44 | 165.2
edfxtp_1 | 10 | 300.3
inv_1 | 29 | 108.9
nor4b_1 | 7 | 61.31
dfxtp_1 | 76 | 1521
nand2b_1 | 7 | 43.79
a21oi_1 | 20 | 100.1
o21ai_0 | 19 | 95.09
nand4_1 | 20 | 125.1
xor2_1 | 27 | 236.5
nor2b_1 | 14 | 87.58
clkbuf_1 | 10 | 37.54
and4_1 | 8 | 70.07
buf_2 | 18 | 90.09
ha_1 | 23 | 287.8
and3_1 | 9 | 56.30
xnor2_1 | 20 | 175.2
[layout make-up]
cell class              instances  area [um^2]
multi-input cells             416         2770
clock buffers                   5        125.1
fillers                      1617        10680
repair buffers                  7        57.56
inverters                      29        108.9
flip-flops and latches         86         1822
clock inverters                 3        48.80
well taps                     216        270.3
[per-layer routing]
layer | global-route usage | wire length, um | vias to the layer above
li1 | - | - | 1993
met1 | 0.1912 | 5160 | 1850
met2 | 0.2198 | 4777 | 122
met3 | 0.01472 | 444 | 36
met4 | 0.04925 | 381 | 0
met5 | 0 | 0 | -
[power by group]
part           switching [uW]  leakage [uW]  internal [uW]
clock                     124     0.0000819            184
sequential               1.16      0.000710            337
combinational            2.78       0.00106           3.42
[flip-flops by register name, summed over array words and instances, names as in the netlist]
register	count
NOTEF	1
receiver.Frec	20
receiver.count	26
receiver.estado	4
receiver.data	8
receiver.clkRedu	1
count	26
[worst register-to-register path: stages, from the launching register on]
cell and delay [ps]:
dfxtp_1 330, ha_1 320, nand4_1 150, or4_4 580, nor3_4 720, or3_1 210
[final timing paths]
kind,from,end,slack [ps],cells past startpoint
hold reg to reg,receiver.count[25]$_SDFF_PN0_,receiver.count[25]$_SDFF_PN0_,460,1
setup / recovery,count[19]$_SDFF_PP0_,NOTEF$_DFFE_PP_,3910,5
setup reg to reg,count[19]$_SDFF_PP0_,NOTEF$_DFFE_PP_,3910,5
hold / removal,receiver.count[25]$_SDFF_PN0_,receiver.count[25]$_SDFF_PN0_,460,1
[per-stage QoR]
stage	utilization	hold slack (ps)
global placement	0.3166	452.3
global route	0.3275	496.1
floorplan	-	435.7
finish	0.3275	463.9
CTS	0.3275	469.0
detailed placement	0.3166	457.3
[logic make-up after synthesis]
group / count (synthesis)
muxes: 3
xor gates and xnor gates: 47
other: 1
AOI/OAI and AO/OA: 87
and+or+nand+nor: 251
adders and majority gates: 23
DFF: 86
buffers and inverters: 63
No activity file was given, so power comes from the tool's default toggle rates.
